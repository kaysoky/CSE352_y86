File: ./design.v
`timescale 1ns / 1ns
module add1(input A, B, Cin,
            output G, P, S);
    assign G = A & B;
    assign P = A ^ B;
    assign S = ( A & ~B & ~Cin) ^ 
               (~A &  B & ~Cin) ^ 
               (~A & ~B &  Cin) ^
               ( A &  B &  Cin);
endmodule
`timescale 1ns / 1ns
module cla4(input [3:0] G, P, 
            input Cin,
            output BG, BP, 
            output [3:0] Cout);
    assign Cout[0] = Cin;
    assign Cout[1] = G[0] | (P[0] & Cout[0]);
    assign Cout[2] = G[1] | (P[1] & Cout[1]);
    assign Cout[3] = G[2] | (P[2] & Cout[2]);
    assign BG = G[3] | 
               (G[2] & P[3]) | 
               (G[1] & P[3] & P[2]) | 
               (G[0] & P[3] & P[2] & P[1]);
    assign BP = &P;
endmodule
`timescale 1ns / 1ns
module add4(input [3:0] A, B, 
            input Cin,
            output BG, BP, 
            output [3:0] S);
    wire [3:0] Gs, Ps, Cs;
    cla4 CLA(Gs, Ps, Cin, BG, BP, Cs);
    add1 Adders[3:0](A, B, Cs, Gs, Ps, S);
endmodule
`timescale 1ns / 1ns
module add16(input Cin, 
             input [15:0] A, B, 
             output BG, BP, 
             output [15:0] Sum);
    wire [3:0] Gs, Ps, Cs;
    cla4 CLA(Gs, Ps, Cin, BG, BP, Cs);
    add4 Adders[3:0](A, B, Cs, Gs, Ps, Sum);
endmodule
`timescale 1ns / 1ns
module add32(input [31:0] A, B, 
             input Cin, 
             output [31:0] Sum);
    wire G, P, C16, Gnull, Pnull;
    assign C16 = G | (P & Cin);
    add16 LSBs(Cin, A[15:0], B[15:0], G, P, Sum[15:0]);
    add16 MSBs(C16, A[31:16], B[31:16], Gnull, Pnull, Sum[31:16]);
endmodule
`timescale 1ns / 1ns
module alu(input [31:0] valA, valB, 
           input [1:0] OP, 
           output reg [31:0] valE);
    wire [31:0] addition, subtraction;
    add32 adder(valA, valB, 0, addition);
    add32 subtracter(~valA, valB, 1, subtraction);
    always @(*) begin
	    case(OP)			  
	        0 : valE = valA + valB;
	        1 : valE = valB - valA;
	        2 : valE = valA & valB;
	        3 : valE = valA ^ valB;	   		  
	    endcase 				   
		$display("alu = %h = %h (%h) %h", valE, valA, OP, valB);		
	end	
endmodule
File: ./run.sh
#!/bin/bash
# OpenROAD 26Q1-2900-gdf79404cd8, Yosys 0.63+post, stock flow scripts
make -C /OpenROAD-flow-scripts/flow DESIGN_CONFIG=/design/flow/config.mk WORK_HOME=/design/flow/orfs finish
File: ./config.mk
export PLATFORM = sky130hd
export DESIGN_NAME = add4
export DESIGN_NICKNAME = add4
export VERILOG_FILES = /design/flow/design.v
export SDC_FILE = /design/flow/constraint.sdc
export NUM_CORES = 4
export LEC_CHECK = 1
export CORE_AREA = 10 10 70 70
export DIE_AREA = 0 0 80 80
File: ./constraint.sdc
current_design add4

set clk_period 4.2
set clk_io_pct 0.2

create_clock -name clk0 -period $clk_period

set non_clock_inputs [all_inputs -no_clocks]
set_input_delay [expr $clk_period * $clk_io_pct] -clock clk0 $non_clock_inputs
set_output_delay [expr $clk_period * $clk_io_pct] -clock clk0 [all_outputs]
==> results.sh <==
# flow metrics
export IMPL_yosys_cells=33
export IMPL_wire_length_of_the_first_global_routing_pass_mm=1.11
export IMPL_routed_via_density=2.58
export IMPL_result_of_the_run="completed"
export IMPL_setup_tns_final_ns=0
export IMPL_max_slew_margin_pct=89.5
export IMPL_pwr_density_cell_nw_per_um2=96.1
export IMPL_floorplan_die_width_um=80
export IMPL_share_of_layout_cells_above_drive_strength_1_pct=0
export IMPL_synth_avg_cell_area_um2=9.10
export IMPL_non_filler_cells_in_the_finished_layout=90
export IMPL_syn_inst=33
export IMPL_cts_hold_buffers=0
export IMPL_place_port_buffers=15
export IMPL_syn2layout_area_growth_pct=59.2
export IMPL_detail_route_antenna_diodes=0
export IMPL_global_route_overflow_total=0
export IMPL_initial_antenna_violation_count=0
export IMPL_post_synth_instance_area_um2=300
export IMPL_timing_critical_path_from_type="primary input"
export IMPL_largest_area_cell="ha_1"
export IMPL_boundaryPins=15
export IMPL_die_size_y_um=80
export IMPL_cp_max_fo=3
export IMPL_cts_resized=0
export IMPL_worstSetupEndpointType="output port"
export IMPL_power_leakage_nw=0.219
export IMPL_final_min_clock_period_ns=4.09
export IMPL_hold_path_cell_count=3
export IMPL_fin_hold_ws_ns=2.77
export IMPL_grt_pass1_vias=236
export IMPL_place_detailed_hpwl_um=669
export IMPL_achievable_frequency_mhz=244
export IMPL_layout_core_utilization_pct=14.0
export IMPL_detail_route_drc_violations=0
export IMPL_drv_slew=0
export IMPL_worst_ep_arrival_time_ns=3.25
export IMPL_post_synth_top_count_cell="ha_1"
export IMPL_fp_util_pct=8.79
export IMPL_num_clock_buffers=0
export IMPL_synth_cell_types=10
export IMPL_avgRoutedWirePerCell_um=7.93
export IMPL_final_period_utilization_pct=97.5
export IMPL_sequential_cell_area_um2=0
export IMPL_area_leaders="ha_1, fa_1, buf_4"
export IMPL_timing_final_hold_violations=0
export IMPL_initialDrtViolationCount=6
export IMPL_kind_of_critical_path="in -> out"
export IMPL_firstDrtPassIters=4
export IMPL_ant_nets=0
export IMPL_setup_viol=0
export IMPL_gr_usage_all_layers_pct=2.11
export IMPL_drt_total_wl_um=714
export IMPL_rsz0062_at_grt="false"
export IMPL_detailroute_via_count=232
export IMPL_stage_log_warnings=41
export IMPL_yosysTopAreaCellShare_pct=41.7
export IMPL_design_seq_count=0
export IMPL_number_of_warnings_printed_during_yosys_synthesis=0
export IMPL_place_detailed_instances=90
export IMPL_cts_setup_buffers=0
export IMPL_synth_top_cells_by_count="ha_1, inv_1, buf_4"
export IMPL_worst_endpoint_required_time_ns=3.36
export IMPL_fill_cells=393
export IMPL_place_gp_congestion=0.821
export IMPL_yosysSeqAreaShare_pct=0
export IMPL_core_area_um2=3420
export IMPL_maximum_number_of_pins_on_one_net_before_global_route_repair=4
export IMPL_rows=21
export IMPL_worst_max_slew_pin_slew_ns=0.154
export IMPL_synth_yosys_chip_area_um2=300
export IMPL_worst_ir_drop_vdd_uv=44.1
export IMPL_hold_class="in -> out"
export IMPL_area_of_the_chip_um2=6400
export IMPL_drv_cap=0
[stage by stage]
| stage | setup WS, ns | area [µm²] | total power, mW |
|---|---|---|---|
| global placement | 0.128 | 478 | 0.0449 |
| detailed placement | 0.107 | 478 | 0.0460 |
| floorplan | 1.09 | 300 | 0.0220 |
| global route | 0.0380 | 478 | 0.0507 |
| finish | 0.106 | 478 | 0.0459 |
| CTS | 0.0898 | 478 | 0.0464 |
[critical path, stage by stage]
cell	delay (ns)
clkdlybuf4s50_1	0.48
fa_1	0.45
fa_1	0.41
fa_1	0.40
mux2i_1	0.18
clkdlybuf4s50_1	0.49
[where the power goes]
group	internal, mW	total, mW	switching [mW]
combinational	0.0296	0.0459	0.0163
clock	0	0	0
sequential	0	0	0
[cell type report]
cell class	instances	area [µm²]	share of cell area, %
multi-input combinational	21	240	50.3
inverter	8	30.0	6.28
tap	46	57.6	12.0
timing repair buffer	15	150	31.4
[final timing paths]
| kind | startpoint | slack (ns) | end |
|---|---|---|---|
| setup / recovery | A[0] | 0.11 | S[3] |
| hold / removal | Cin | 2.77 | S[0] |
[cells in the final DEF, fill, tap and decap left out, drive strengths merged]
cell,n
clkdlybuf4s50,15
inv,8
a21oi,2
and4,1
o21ai,1
xnor2,2
fa,3
ha,10
mux2i,1
nand2,1
[layer usage]
layer	vias to the layer above	GRT usage (%)	wire [µm]
li1	117	-	-
met1	100	3.53	416
met2	15	2.33	173
met3	0	1.02	125
met4	0	0	0
met5	-	0	0
[logic make-up after synthesis]
group	Yosys count	share of synthesized area [%]
AND/OR/NAND/NOR	2	4.17
AND-OR/OR-AND	3	5.00
buffers and inverters	12	20.0
XOR/XNOR	2	5.83
adder cells (fa/ha/maj)	13	61.7
multiplexers	1	3.33
Power figures rest on the tool's default switching activity, not on a simulated workload.
